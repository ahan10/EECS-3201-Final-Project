**/design/flow/config.mk**
```make
export PLATFORM = sky130hd
export DESIGN_NAME = ClockDividerLong
export DESIGN_NICKNAME = ClockDividerLong
export VERILOG_FILES = /design/flow/design.v
export SDC_FILE = /design/flow/constraint.sdc
export NUM_CORES = 4
export LEC_CHECK = 1
export CORE_AREA = 10 10 104 104
export DIE_AREA = 0 0 114 114
```
**/design/flow/constraint.sdc**
```tcl
current_design ClockDividerLong

set clk_period 3.6
set clk_io_pct 0.2

create_clock -name clk0 -period $clk_period [get_ports {cin}]

set non_clock_inputs [all_inputs -no_clocks]
set_input_delay [expr $clk_period * $clk_io_pct] -clock clk0 $non_clock_inputs
set_output_delay [expr $clk_period * $clk_io_pct] -clock clk0 [all_outputs]
```
**/design/flow/design.v**
```verilog
module ClockDividerLong(cin,cout);
	input cin;
	output reg cout;
	reg[31:0] count; 
	parameter D = 32'd50_000_000;
	always @(posedge cin) begin
		count <= count + 32'd1;
		if (count >= (D-1)) begin
			cout <= ~cout;
			count <= 32'd0;
		end
	end
endmodule
```
**/design/flow/run.sh**
```bash
#!/bin/bash
# OpenROAD 26Q1-2900-gdf79404cd8, Yosys 0.63+post, stock flow scripts
make -C /OpenROAD-flow-scripts/flow DESIGN_CONFIG=/design/flow/config.mk WORK_HOME=/design/flow/orfs finish
```
==> impl_metrics.csv <==
group,metric,value,unit
status,outcome,"completed",
logic_synthesis,post_synth_edffs,1,
timing,slew_at_the_pin_with_the_worst_max_slew_slack,577,ps
logic_synthesis,yosys_area,1460,sq um
timing,setup_repair_after_global_routing_missed_its_margin,"no",
floorplan,die_height,114,microns
floorplan,placementRows,34,
logic_synthesis,synth-seq-cells,33,
logic_synthesis,post_synth_mux_area_share,0,
timing,timing.clock.skew,2.62,ps
timing,timing_max_transition_violations_final,0,
logic_synthesis,syn_inst,163,
grt,grt_first_pass_wirelength,4.77,mm
setup_path,regToRegStartpoint,"count[0]$_SDFF_PP0_",
logic_synthesis,syn_area_per_cell,8.93,sq um
place,place.detailed.instances,272,
clock_tree,clock_latency,290,ps
setup_path,worstSetupStartpointType,"flop",
worst_hold_path,hp-start,"count[24]$_SDFF_PP0_",
setup_path,data_required_time_of_the_worst_path,3800,ps
flow_run,maxCapViolCount,0,
grt,grt_max_degree,28,
drt,wl_final,2.67,mm
logic_synthesis,leading_register_cell_type_out_of_synthesis,"sky130_fd_sc_hd__dfxtp_1",
drt,avgRoutedWirePerCell,9.53,microns
power,power.density,399,nW/um^2
drt,vias,1141,
timing,setup_violations,0,
worst_hold_path,class_of_the_worst_hold_path,"reg2reg",
floorplan,initial_cell_density_of_the_core,0.168,
final_layout,filler_cell_count,985,
timing,layout_worst_path_cycle_share,0.592,
drt,route.detailed.drc,0,
logic_synthesis,yosysSeqAreaShare,0.461,
floorplan,fp.dieArea,13000,sq um
drt,num_antenna_cells,0,
power,power_leakage,0.464,nW
logic_synthesis,yosys_cells,163,
floorplan,core-area,8680,sq um
clock_tree,number_of_buffers_added_by_the_clock_tree_synthesis_step,5,
final_layout,drive_gt1_frac,0.0988,
grt,global_route.overflow_total,0,
timing,layout_min_cycle_time,2130,ps
drt,ant_nets,0,
drt,detailedRoute.firstIterationViolations,80,
place,dp_hpwl,1.77,mm
setup_path,crit-reg2reg-capture,"count[24]$_SDFF_PP0_",
logic_synthesis,synthArstFlopShare,0,
setup_path,timing.critical_path.to_type,"flop",
clock_tree,worst_setup_hold_path_clk_slew,60,ps
final_layout,areaGrowthSynthToFinish,17.5,%
grt,grt_util_all_layers,0.0424,
place,dpl_cell_area,1610,sq um
setup_path,critical_path.max_fanout,8,
logic_synthesis,yosys.area_share.adder,0.00860,
logic_synthesis,syn_area,1460,sq um
clock_tree,tritoncts,"done",
place,preCtsSetupSlack,1460,ps
clock_tree,postCtsSetupBuffers,0,
power,total_power,0.682,mW
grt,grt_pass1_vias,1094,
place,gpl.final_weighted_congestion,0.810,
clock_tree,ctsHtreeMaxLevel,2,
setup_path,timing.setup.critical_path_class,"reg2reg",
final_layout,multi_input_comb_area,747,sq um
floorplan,die.size.x,114,microns
timing,max_freq,469,MHz
drt,viasPerCell,4.08,
timing,max_slew_margin,0.615,
place,place.port_buffers,1,
final_layout,instances_no_fill,280,
logic_synthesis,synth.cellmix.simpleShare,0.298,
timing,finalSetupTns,0,ps
final_layout,ff_latch_area,671,sq um
logic_synthesis,synthTopLogicFamily,"simple AND/OR/NAND/NOR gates",
final_layout,stdcell_area,1710,sq um
clock_tree,clkSinkCount,33,
logic_synthesis,synth_compound_gate_area_share,0.101,
clock_tree,clockRootBuffer,"sky130_fd_sc_hd__clkbuf_8",
floorplan,floorplan.io_pins,2,
clock_tree,ctsHoldBuffers,0,
setup_path,worstRegToRegCells,5,
timing,layout_setup_ws,1470,ps
grt,grt_antenna_before_repair,0,
drt,drt_pass1_iterations,4,
logic_synthesis,synthesis.yosys.warnings,1,
flow_run,tool_warnings,25,
logic_synthesis,post_synth_num_cell_types,34,
worst_hold_path,hold-path-endpoint,"count[24]$_SDFF_PP0_",
clock_tree,cts_buffer_depth,2,
final_layout,most_common_cell_after_layout_fill_and_taps_aside,"sky130_fd_sc_hd__dfxtp_1",
worst_hold_path,whs_path_depth,2,
setup_path,critPathArrivalTime,2340,ps
timing,report.final.hold_viol_count,0,
setup_path,worst-r2r-setup-slack,1470,ps
logic_synthesis,synth-xor-area-share,0.0903,
clock_tree,post_cts_sizing,0,
power,ir_drop,0.116,mV
final_layout,layout.cells.most_common_list,"sky130_fd_sc_hd__dfxtp_1 (32), sky130_fd_sc_hd__nor3_1 (26), sky130_fd_sc_hd__xnor2_1 (13)",
## routing by layer
layer / track usage / wire, microns / vias to the layer above
met1: 0.0580 / 1410 / 516
met4: 0.0109 / 46 / 0
met2: 0.0634 / 1110 / 12
met5: 0 / 0 / -
li1: - / - / 607
met3: 0.0138 / 101 / 6
## registers in the layout, summed over array words and instances (netlist names)
register and flops:
count 32, cout 1
## Yosys cell counts, types with 2 or more instances
master | n | area share
sky130_fd_sc_hd__xor2_1 | 2 | 0.012
sky130_fd_sc_hd__nor2_1 | 5 | 0.013
sky130_fd_sc_hd__o31ai_1 | 3 | 0.015
sky130_fd_sc_hd__or3_1 | 3 | 0.013
sky130_fd_sc_hd__inv_1 | 8 | 0.021
sky130_fd_sc_hd__dfxtp_1 | 32 | 0.44
sky130_fd_sc_hd__clkbuf_1 | 6 | 0.015
sky130_fd_sc_hd__a211oi_1 | 8 | 0.041
sky130_fd_sc_hd__a31o_2 | 2 | 0.012
sky130_fd_sc_hd__o21ai_0 | 4 | 0.014
sky130_fd_sc_hd__nor4_1 | 8 | 0.034
sky130_fd_sc_hd__xnor2_1 | 13 | 0.078
sky130_fd_sc_hd__or2_2 | 2 | 0.0086
sky130_fd_sc_hd__nand3_1 | 9 | 0.031
sky130_fd_sc_hd__nand4_1 | 4 | 0.017
sky130_fd_sc_hd__or4_1 | 2 | 0.010
sky130_fd_sc_hd__nor3_1 | 26 | 0.089
sky130_fd_sc_hd__nand2_1 | 10 | 0.026
## critical path, cell delays in order (launching register included)
cell and delay, ps:
sky130_fd_sc_hd__dfxtp_1 390, sky130_fd_sc_hd__ha_1 270, sky130_fd_sc_hd__nand4_4 170, sky130_fd_sc_hd__or4_4 590, sky130_fd_sc_hd__or4_1 400, sky130_fd_sc_hd__a211oi_1 220
## per-stage QoR
stage	utilization	hold WS [ps]
5_1_grt	0.197	538
6_report	0.197	503
3_3_place_gp	0.185	493
2_1_floorplan	-	467
3_5_place_dp	0.185	495
4_1_cts	0.197	506
## worst max-delay path by stage
| stage | startpoint | end | slack (ps) | cells past startpoint |
|---|---|---|---|---|
| final | count[0]$_SDFF_PP0_ | count[24]$_SDFF_PP0_ | 1470 | 5 |
| after global routing | count[0]$_SDFF_PP0_ | count[24]$_SDFF_PP0_ | 1360 | 5 |
| after CTS | count[0]$_SDFF_PP0_ | count[24]$_SDFF_PP0_ | 1460 | 5 |
## logic make-up after synthesis
| kind of cell | Yosys count |
|---|---|
| AOI/OAI and AO/OA | 21 |
| xor gates and xnor gates | 15 |
| adders and majority gates | 1 |
| buffers and inverters | 15 |
| DFF | 33 |
| other | 1 |
| and+or+nand+nor | 77 |
## layout make-up
type                    count  area share
clock buffers               7      0.0564
clock inverters             1     0.00293
inverters                   8      0.0176
multi-input cells         120       0.437
flip-flops and latches     33       0.392
well taps                 108      0.0791
repair buffers              3      0.0146
## power breakdown
group,total [mW],internal [mW],switching [mW]
clock network,0.301,0.172,0.129
registers,0.375,0.373,0.00193
logic,0.00616,0.00373,0.00243
total,0.682,0.549,0.133
Power figures rest on the tool's default switching activity, not on a simulated workload.
