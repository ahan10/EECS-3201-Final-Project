===== config.mk =====
export PLATFORM = sky130hd
export DESIGN_NAME = ClockDividerFast
export DESIGN_NICKNAME = ClockDividerFast
export VERILOG_FILES = /design/flow/design.v
export SDC_FILE = /design/flow/constraint.sdc
export NUM_CORES = 4
export LEC_CHECK = 1
export CORE_AREA = 10 10 89 89
export DIE_AREA = 0 0 99 99

===== constraint.sdc =====
current_design ClockDividerFast

set clk_period 3.8
set clk_io_pct 0.2

create_clock -name clk0 -period $clk_period [get_ports {cin}]

set non_clock_inputs [all_inputs -no_clocks]
set_input_delay [expr $clk_period * $clk_io_pct] -clock clk0 $non_clock_inputs
set_output_delay [expr $clk_period * $clk_io_pct] -clock clk0 [all_outputs]

===== design.v =====
module ClockDividerFast(cin, cout);
	input cin;
	output reg cout;
	reg[31:0] count; 
	parameter D = 32'd500_000;
	always @(posedge cin) begin
		count <= count + 32'd1;
		if (count >= (D-1)) begin
			cout <= ~cout;
			count <= 32'd0;
		end
	end
endmodule

===== run.sh =====
#!/bin/bash
# OpenROAD 26Q1-2900-gdf79404cd8, Yosys 0.63+post, stock flow scripts
make -C /OpenROAD-flow-scripts/flow DESIGN_CONFIG=/design/flow/config.mk WORK_HOME=/design/flow/orfs finish

==> ci_impl_report.md <==
### Flow metrics

| Metric | Value |
|---|---|
| Outcome | finished, final reports clean |
| PwrDens | 449.6 mW/mm2 |
| Endpoints failing setup | 0 |
| DR vias/cell | 4.037 |
| TritonCTS Sinks | 33 |
| Number of enable flip-flop cells | 1 |
| Die area | 0.009801 mm2 |
| Setup TNS | 0 ps |
| Hpwl dp | 1.401 mm |
| Syn Inst Count | 125 |
| Critical path type | register to register |
| Power Internal | 0.5518 mW |
| Diodes inserted | 0 |
| Utilization after layout | 0.2546 |
| Crit path max fanout | 7 |
| Distinct cells, synth | 38 |
| Net switching power figure | 0.1340 mW |
| Rows | 28 |
| Clk pwr share | 0.477 |
| Top cell excl fill/tap | dfxtp_1 |
| Hold path depth | 1 |
| Startpoint type of the worst setup path | register |
| Fmax | 473.2 MHz |
| Area of the core | 0.005991 mm2 |
| Starting DRT DRC Count | 54 |
| First-pass GRT wire length | 3.774 mm |
| DR WL/cell | 9.679 um |
| Critical Path RT | 4010 ps |
| Setup Fix Bufs, Post-CTS | 0 |
| Layout area overhead | 19.86% |
| Layout Skew | 3.312 ps |
| Clk latency of the worst-skew pair | 280 ps |
| CTS Buffer Depth | 2 |
| Synth Seq Share | 0.5270 |
| Remaining antenna violation count | 0 |
| Slew headroom | 0.5906 |
| Fill cells | 617 |
| Slew @ Worst Pin | 614.1 ps |
| Logic pwr share | 0.003 |
| Vias in the first global route | 864 |
| Clock-pin slew on the worst setup and hold paths | 70 ps |
| Ys Warns | 1 |
| Total tool warning count | 25 |
| Total Wirelength | 2.110 mm |
| VDD IR-drop max | 0.0002865 V |
| Synthesized area per cell | 10.18 um2 |
| Post-route setup slack | 1687 ps |
| Most common logic cells in the final layout | 32 x dfxtp_1, 17 x nor3_1, 13 x conb_1 |
| Pin count of the biggest net entering global routing | 21 |
| Die H | 99 um |
| Yosys Chip Area | 0.001272 mm2 |
| Share of synthesized registers carrying an async set or reset | 0 |
| Vias after detailed routing | 880 |
| GRT Total Usage | 0.04441 |
| IO Port Bufs | 1 |
| H-tree depth | 2 |
| Cts bufs inserted | 5 |
| Die width | 99 um |
| Leak | 0.5206 nW |
| Initial antenna violation count | 0 |
| Switching Share | 0.1954 |
| Hold Crit Class | register to register |
| Layout cell share with drive strength beyond 1 | 0.1329 |
| Period utilisation layout | 0.5561 |
| Synth area leader | dfxtp_1 |
| Sequential Power Share | 0.520 |
| Worst EP arrival | 2320 ps |
| IO Count | 2 |
| CTS tree | done |
| Cts hold-fix bufs | 0 |
| Synthesized flop and latch total | 33 |
| RSZ-0062 raised after global routing | no |
| GPL Wtd Cong | 0.8023 |
| Max-area cell share | 0.5034 |
| Endpoints failing hold | 0 |
| Worst reg2reg path depth | 4 |
| Top cells by area | dfxtp_1 50%, nor3_1 6.7%, xnor2_1 5.5% |
| Max-cap viol count | 0 |
| Post-Place Worst Slack | 1704 ps |
| DRT Pass-1 Iters | 4 |
| Mapped Area | 0.001272 mm2 |
| Clock root buffer | clkbuf_8 |
| Ys cells | 125 |
| Main flop type | dfxtp_1 |
| Core Density at Floorplan | 0.2124 |
| GR Overflow Total | 0 |
| Post_cts resized | 0 |
| Max-slew violations | 0 |
| Crit. End Element | register |
| DRC Markers | 0 |
| Tmin final | 2113 ps |
worst max-delay path, stage by stage (launching register included):
cell      delay (ps)
dfxtp_1          470
nand4_4          160
or4_1            640
or4_4            560
a211oi_2         210
worst paths after layout:
| kind | end | from | slack (ps) |
|---|---|---|---|
| worst max register to register | count[17]$_SDFF_PP0_ | count[5]$_SDFF_PP0_ | 1690 |
| worst min register to register | count[0]$_SDFF_PP0_ | count[0]$_SDFF_PP0_ | 490 |
| worst min-delay path | count[0]$_SDFF_PP0_ | count[0]$_SDFF_PP0_ | 490 |
| worst max-delay path | count[17]$_SDFF_PP0_ | count[5]$_SDFF_PP0_ | 1690 |
power by group through the flow:
stage     logic, mW  clock network, mW  registers [mW]
5_1_grt     0.00319              0.355           0.357
4_1_cts     0.00233              0.338           0.356
6_report    0.00226              0.327           0.356
metal layers:
layer	global-route usage	vias to the layer above	wire, um
met4	0.009923	0	51
met3	0.01621	7	96
li1	-	480	-
met1	0.06229	386	1152
met2	0.06363	7	809
met5	0	-	0
area by class of cell:
| cell class | count | area (um2) | share of cell area |
|---|---|---|---|
| inverters | 2 | 7.507 | 0.004922 |
| multi-input cells | 97 | 614.3 | 0.4028 |
| clock inverters | 3 | 45.04 | 0.02953 |
| repair buffers | 3 | 25.02 | 0.01641 |
| clock buffers | 5 | 68.82 | 0.04512 |
| flip-flops and latches | 33 | 670.6 | 0.4397 |
| well taps | 75 | 93.84 | 0.06153 |
logic make-up (layout without fill, tap and decap cells):
group           Yosys count  after routing  share of synthesized area
flops                    33             33                     0.5270
buf+inv                   7             13                    0.02556
compound gates           12             12                    0.07178
xor+xnor                 13             13                    0.08948
simple gates             58             58                     0.2734
fa+ha+maj                 1              1                   0.009831
other cells               1             13                   0.002947
per-stage QoR:
step / area, um2 / cells / hold WS, ps / total power, mW
2_1_floorplan: 1318 / 137 / 455.6 / 0.3657
3_3_place_gp: 1411 / 210 / 469.6 / 0.3665
3_5_place_dp: 1411 / 210 / 480.4 / 0.3667
4_1_cts: 1525 / 218 / 490.2 / 0.6970
5_1_grt: 1525 / 218 / 519.7 / 0.7153
6_report: 1525 / 218 / 487.7 / 0.6858
cell usage after synthesis, types with 2 or more instances:
cell / count
nand2_1: 8
clkbuf_1: 3
dfxtp_1: 32
o21ai_0: 2
xor2_1: 5
nor2_1: 3
inv_1: 2
or3_1: 3
xnor2_1: 8
a211oi_1: 2
nand4_1: 6
nor3_1: 17
nand3_1: 5
nor4_1: 5
sequential cells by signal (all words and copies together), names as in the netlist:
name,flops
count,32
cout,1
Power is estimated from default activity; no workload was simulated.
