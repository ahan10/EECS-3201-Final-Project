==> design.v <==
module ClockDivider(cin, cout);
	input cin;
	output reg cout;
	reg[31:0] count; 
	parameter D = 32'd25_000_000;
	always @(posedge cin) begin
		count <= count + 32'd1;
		if (count >= (D-1)) begin
			cout <= ~cout;
			count <= 32'd0;
		end
	end
endmodule
module shotClock(clk, reset, ones, tens, counter, LED_Timer);
	input clk, reset;
	output reg [3:0] LED_Timer, ones, tens;
	wire clk_out;
	output reg [4:0] counter = 5'd30;
	wire [4:0] cnt;
	ClockDivider cd (clk, clk_out);
	always @(posedge clk_out or negedge reset) begin
		if(!reset) begin
			counter <= 5'd30;
		end
		else if(counter > 0) begin begin
			counter <= counter - 1;
		end end
	end
	assign cnt = counter;
	always @(cnt) begin
		ones = cnt % 10;
		tens = (cnt - (cnt%10))/10;
		if(tens == 5'd3) begin
			LED_Timer[3:1] = 3'b111;
		end
		else if(tens == 5'd2) begin begin
			LED_Timer[3:1] = 3'b011;
		end end
		else if(tens == 5'd1) begin begin
			LED_Timer[3:1] = 3'b001;
		end end
		else begin
			LED_Timer[3:1] = 3'b000;
		end
	end
	reg flag = 1;
	always @(posedge clk_out) begin
		flag = (cnt <= 0) ? 0 : ~flag;
		LED_Timer[0] = flag;
	end
endmodule 
==> run.sh <==
#!/bin/bash
# OpenROAD 26Q1-2900-gdf79404cd8, Yosys 0.63+post, stock flow scripts
make -C /OpenROAD-flow-scripts/flow DESIGN_CONFIG=/design/flow/config.mk WORK_HOME=/design/flow/orfs finish
==> config.mk <==
export PLATFORM = sky130hd
export DESIGN_NAME = shotClock
export DESIGN_NICKNAME = shotClock
export VERILOG_FILES = /design/flow/design.v
export SDC_FILE = /design/flow/constraint.sdc
export NUM_CORES = 4
export LEC_CHECK = 1
export CORE_AREA = 10 10 104 104
export DIE_AREA = 0 0 114 114
==> constraint.sdc <==
current_design shotClock

set clk_period 5.7
set clk_io_pct 0.2

create_clock -name clk0 -period $clk_period [get_ports {clk}]

set non_clock_inputs [all_inputs -no_clocks]
set_input_delay [expr $clk_period * $clk_io_pct] -clock clk0 $non_clock_inputs
set_output_delay [expr $clk_period * $clk_io_pct] -clock clk0 [all_outputs]
==> results_slide.txt <==
Run Summary

Synthesis
  – Post-synth EDFFs: 1
  – XOR-XNOR Cells, Area Fraction: 11.6%
  – Largest area contributor in the netlist: dfxtp_1
  – Dominant combinational family: simple AND/OR/NAND/NOR gates
  – Main synth FF type: dfxtp_1
  – # Cells Yosys: 389
  – Netlist cell types: 74
  – Mapped cell area: 0.00307 mm2
  – Aoi/oai-family share of the synthesized area: 21.5%
  – Top cells, area: dfxtp_1 (22%), nor2_1 (7.0%), xor2_1 (5.4%)
  – MUX share of area: 2.24%
  – Gate count after technology mapping: 389
  – Synth warn: 2
  – Post-synth regs: 40
  – Chip area line of the yosys report: 0.00307 mm2
  – Post-synthesis sequential area ratio: 27.4%
  – Simple-gate share of the synthesized area: 27.8%
  – Post-Syn Area per Cell: 7.90 um2
  – Adder-cell share of the synthesized area: 5.25%
  – Async S/R FF share, synth: 12.5%
  – Synth top area share: 22.2%

Routing
  – Vias: 2,726
  – DR WL/cell: 12.5 um
  – Max layer used: met4
  – Vias per cell: 5.23
  – Antenna-violating nets left: 0
  – Drt total wl: 6510 um
  – Met2 WL: 3030 um
  – Residual DRC count: 0
  – First-iteration detailed-routing DRC count: 105
  – M1 WL: 3170 um
  – N_diodes: 0
  – DR WL met3: 244 um
  – First-pass iteration count of the detailed router: 5

Clock network
  – Post-cts gate resize count: 0
  – CTS Buf Count: 5
  – CTS H-tree lvls: 2
  – TritonCTS clock tree: built
  – Deepest clock path buffer count: 2
  – Latency at later pin: 280 ps
  – Clk root buf: clkbuf_8
  – # hold bufs at CTS: 0
  – Post-CTS Setup Bufs: 0
  – Worst-path clk slew: 70 ps

Finish
  – Area Overhead vs Synth: 13.7%
  – Ratio of cells with drive above 1 in the final layout: 8.72%
  – Core Util, Final: 40.2%
  – Non-Filler Instances: 521

Power
  – Internal Power: 0.384 mW
  – Switching portion of total power: 17.7%
  – Register share of total power: 52.0%
  – Power share of the combinational group: 0.6%
  – NetSw: 0.0828 mW
  – Power Dens Cells: 134 mW/mm2
  – Leak: 1.33 nW
  – Clock Power Share: 47.4%
  – Total power: 0.467 mW
  – Worst vdd ir: 0.250 mV

Status
  – Status: complete, no violations

Global routing
  – Grt total ovfl: 0
  – Total Routing Usage GR: 10.2%
  – First-pass GRT wire length: 11,700 um
  – Initial antenna violation count: 0
  – Largest net degree at the start of global routing: 21
  – Vias in the first global route: 2,597

Timing
  – Setup TNS: 0 ps
  – Final Slew Violations: 0
  – RSZ-0062 raised after global routing: false
  – Min Tclk post-route: 2320 ps
  – Final period util: 40.7%
  – Clock Skew: 6.25 ps
  – Final hold vios: 0
  – Max Fclk: 431 MHz
  – Slew headroom: 52.7%
  – Worst Max-Slew Pin Slew: 704 ps
  – Endpoints left unconstrained: 24
  – Final setup viols: 0
  – Register pins left without a clock: 7

Placed design
  – Detailed placer's ending HPWL: 4900 um
  – Dpl cells: 513
  – # port buffers: 18
  – RePlAce Congestion: 0.912

Worst setup path
  – Crit path DRT: 5730 ps
  – Worst Setup End Kind: register
  – R2R Path End: cd.cout
  – CP max-delay cell: or4_1
  – CP Class: reg -> reg
  – Cells on worst reg2reg path: 6
  – CP peak stage delay: 520 ps
  – Worst-path maximum fanout: 20
  – R2R setup slack: 3380 ps
  – Start of the worst register-to-register path: cd.count[9]
  – Startpoint types: register
  – Cell Chain, Critical Path: or4_1 > o31a_1 > o21a_1 > o2111ai_1 > nand4_1 > buf_4
  – Arr. time, crit path: 2340 ps

Worst hold path
  – WHS Endpoint: cd.count[0]
  – Hold depth: 1
  – Min-Delay Path Class: reg -> reg
  – Worst min-delay path startpoint: cd.count[0]

Floorplanning
  – Full die area: 0.0130 mm2
  – Height of the die: 114 um
  – Die X: 114 um
  – I/O pin cnt: 19
  – Core area: 0.00868 mm2
  – FP Rows: 34
  – Core Util at FP: 35.4%

Flow run
  – Total tool warning count: 29
  – Maxcap violations: 0
critical path: cells and delay by family, from the launching register on:
kind / cells / cell delay [ps]
simple gates: 2 / 820
compound gates: 3 / 600
flops: 1 / 330
buf+inv: 1 / 320
cells in the mapped netlist, types with 5 or more instances:
| cell type | instances |
|---|---|
| ha_1 | 12 |
| or2_2 | 5 |
| a21oi_1 | 20 |
| inv_1 | 14 |
| nand3_1 | 15 |
| xnor2_1 | 18 |
| xor2_1 | 19 |
| nand4_1 | 9 |
| clkbuf_1 | 6 |
| nor3_1 | 12 |
| o21a_1 | 6 |
| dfxtp_1 | 34 |
| nand2_1 | 33 |
| a211oi_1 | 6 |
| nor2_1 | 57 |
| a31oi_1 | 9 |
| nand2b_1 | 5 |
| and3_1 | 5 |
| o21ai_0 | 13 |
worst max path at each step:
| stage | from | end | slack [ps] | depth (start not counted) |
|---|---|---|---|---|
| 4_1_cts | cd.count[9] | cd.cout | 3400 | 6 |
| 5_1_grt | cd.count[9] | cd.cout | 3220 | 6 |
| 6_report | cd.count[9] | cd.cout | 3380 | 6 |
per-stage QoR:
stage | hold WS [ps] | area (um2) | setup WS, ps
floorplan | 430 | 3090 | 3560
global placement | 439 | 3380 | 3430
detailed placement | 453 | 3380 | 3410
CTS | 467 | 3490 | 3400
global route | 520 | 3490 | 3220
finish | 464 | 3490 | 3380
logic make-up after synthesis:
group	count (synthesis)
AND/OR/NAND/NOR	169
AND-OR/OR-AND	93
flip-flops	40
XOR/XNOR	39
buffers and inverters	28
adder cells (fa/ha/maj)	13
multiplexers	6
other	1
power groups by stage:
stage | sequential (mW) | clock [mW] | combinational [mW]
after CTS | 0.243 | 0.228 | 0.00271
after global routing | 0.244 | 0.238 | 0.00331
final | 0.243 | 0.222 | 0.00259
final cells by class:
type	count	area, um2
Timing Repair Buffer	22	210
Multi-Input combinational cell	327	2130
Sequential cell	40	841
Tap cell	108	135
Clock buffer	7	86.3
Fill cell	894	5190
Inverter	16	62.6
Clock inverter	1	30.0
cells in the final DEF (no fill, tap or decap), drive strengths merged, types with 4 or more instances in the layout:
master / count
nand4: 9
nand2: 33
a31oi: 9
nor3: 14
o21a: 6
clkbuf: 7
a21oi: 21
nand3: 15
ha: 12
dfxtp: 34
conb: 7
clkdlybuf4s50: 18
o21ai: 17
buf: 4
a211oi: 7
inv: 15
and4: 4
xnor2: 19
or2: 5
xor2: 20
nand2b: 5
mux2: 4
and3: 5
a211o: 4
nor2: 58
dfstp: 4
flip-flops by register name (all words and copies together) (netlist names):
register / count
flag: 1
counter: 5
cd.count: 32
LED_Timer: 1
cd.cout: 1
per-layer routing:
layer,vias up,GRT usage (%)
met5,-,0
met1,1214,14.2
li1,1447,-
met3,8,1.33
met2,57,17.3
met4,0,1.17
Power figures rest on the tool's default switching activity, not on a simulated workload.
